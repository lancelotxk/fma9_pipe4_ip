[flow/design.v]
  parameter WIDTH=32;  
  parameter EXP_WIDTH=8;
  parameter SIG_WIDTH=23;
  parameter BIAS=127;
  localparam SHAMT_WIDTH=6;
  parameter CLA_GRP_WIDTH=25;
  parameter N_CLA_GROUPS=2;
  localparam ADDER_WIDTH=N_CLA_GROUPS*CLA_GRP_WIDTH;
  parameter code_NaN=32'b0_11111111_1000_0000_0000_0000_0000_000;
  parameter code_PINF=32'b0_11111111_0000_0000_0000_0000_0000_000;
  parameter code_NINF=32'b1_11111111_0000_0000_0000_0000_0000_000;
module SAD_6_v2 #(parameter SIG_WIDTH = 24)(in1,in2,in3,in4,in5,in6,sum,carry);
input [2*(SIG_WIDTH+1):0] in1,in2,in3,in4,in5,in6;
output [2*(SIG_WIDTH+1)+2:0] sum,carry;   
wire [2*(SIG_WIDTH+1)+2:0]s1,c1,s2,c2,s3,c3;
wire [2*(SIG_WIDTH+1)+2:0] cout;
wire [2*(SIG_WIDTH+1)+2:0] in1_pad,in2_pad,in3_pad,in4_pad,in5_pad,in6_pad;
assign in1_pad={{in1[2*(SIG_WIDTH+1)]},{in1[2*(SIG_WIDTH+1)]},in1};
assign in2_pad={{in2[2*(SIG_WIDTH+1)]},{in2[2*(SIG_WIDTH+1)]},in2};
assign in3_pad={{in3[2*(SIG_WIDTH+1)]},{in3[2*(SIG_WIDTH+1)]},in3};
assign in4_pad={{in4[2*(SIG_WIDTH+1)]},{in4[2*(SIG_WIDTH+1)]},in4};
assign in5_pad={{in5[2*(SIG_WIDTH+1)]},{in5[2*(SIG_WIDTH+1)]},in5};
assign in6_pad={{in6[2*(SIG_WIDTH+1)]},{in6[2*(SIG_WIDTH+1)]},in6};
genvar i;
generate
	for (i=0;i<2*(SIG_WIDTH+1)+3;i=i+1) begin
		compress3_2 m1 ({in1_pad[i],in2_pad[i],in3_pad[i]},s1[i],c1[i]);
		compress3_2 m2 ({in4_pad[i],in5_pad[i],in6_pad[i]},s2[i],c2[i]);
		if (i==0) begin
			compress4_2 m3 ({s1[i],s2[i],1'b0,1'b0},1'b0,cout[i],c3[i],s3[i]);
		end
		else  begin
			compress4_2 m3 ({s1[i],s2[i],c1[i-1],c2[i-1]},cout[i-1],cout[i],c3[i],s3[i]);
		end
	end
endgenerate
assign sum = s3;
assign carry = {c3[2*(SIG_WIDTH+1)+1:0],1'b0};
endmodule
module compress3_2 (in,s,c);
input [2:0]in;
output s,c;
assign s = in[0]^in[1]^in[2];
assign c = (in[0]&in[1])|in[2]&(in[0]|in[1]);
endmodule
module compress4_2 (in,cin,cout,carry,sum);
input [3:0] in;
input cin;
output cout,carry,sum;
wire s;
compress3_2 u1 (in[3:1],s,cout);
compress3_2 u2 (.in({in[0],s,cin}),.s(sum),.c(carry));
endmodule
[flow/run.sh]
#!/bin/bash
# OpenROAD 26Q1-2900-gdf79404cd8, Yosys 0.63+post, stock flow scripts
make -C /OpenROAD-flow-scripts/flow DESIGN_CONFIG=/design/flow/config.mk WORK_HOME=/design/flow/orfs finish
[flow/config.mk]
export PLATFORM = sky130hd
export DESIGN_NAME = SAD_6_v2
export DESIGN_NICKNAME = SAD_6_v2
export VERILOG_FILES = /design/flow/design.v
export SDC_FILE = /design/flow/constraint.sdc
export NUM_CORES = 4
export LEC_CHECK = 1
export CORE_AREA = 10 10 228 228
export DIE_AREA = 0 0 238 238
[flow/constraint.sdc]
current_design SAD_6_v2

set clk_period 4.2
set clk_io_pct 0.2

create_clock -name clk0 -period $clk_period

set non_clock_inputs [all_inputs -no_clocks]
set_input_delay [expr $clk_period * $clk_io_pct] -clock clk0 $non_clock_inputs
set_output_delay [expr $clk_period * $clk_io_pct] -clock clk0 [all_outputs]
==> summary.txt <==
The flow run is done. By instance count after routing, the leading logic cell type is sky130_fd_sc_hd__inv_1. Switching power as a share of total power landed at 0.428. In the synthesized netlist, the number of instances is 700. For reference, the critical path is launched at in6[23]. Yosys attributes the largest share of cell area to sky130_fd_sc_hd__fa_1, sky130_fd_sc_hd__inv_1, sky130_fd_sc_hd__buf_4. Final hold slack landed at around 2.4 ns. Die span in x landed at 238 um. The cell type that accounts for the most area after synthesis is sky130_fd_sc_hd__fa_1. Largest fanout of any net on the critical path landed at 1. Total number of vias landed at 4,804.

Total power for the finished layout comes to roughly 2.4 mW. Quantity of hold-fixing buffers added after cts landed at 0. Areal power density over the cells landed at roughly 230 nW/um^2. Endpoints failing hold in the final report were tallied at 0. The arrival time of data at the worst endpoint is listed as roughly 3.3 ns. The final timing report lists a max-slew violation count of 0. A synthesized cell averages ~9 um^2. The floorplan step defined a die boundary enclosing about 57,000 um^2. Final cell count without fillers landed at approximately 1.6k. slightly below 400 I/O pins were placed. Number of iterations in the first detailed-routing pass landed at 3. In the finished design the tool counted flip-flops and latches totalling 0. The share of total power dissipated in the clock network is 0. Floorplan utilization landed at 0.133. Maximum number of pins on one net before global-route repair landed at 3.

The first global-routing pass estimated around 37,000 um of wire. Post-synthesis cell type count landed at 6. The power report puts the net switching power at between 1 and 1.5 mW.

Quantity of I/O buffers inserted on ports landed at roughly 400. Average via count per standard cell landed at between 2 and 3. Routed wire length landed at 25,300 um. After routing, the total negative slack on setup checks comes to 0 ns. Via count of the first global-routing pass landed at a little under 6k.

Combinational share of power landed at 1.000. Final count of negative-setup-slack endpoints landed at 0. DRC marker count from the first detailed-route iteration landed at ~44. Initial antenna violation count landed at 4. Data required time of the critical path landed at 3.36 ns.

Post-route minimum period landed at between 4 and 5 ns. Logged for this run, the post-placement worst setup slack is -0.381 ns. The critical path is of the in2out type. Of the total power, registers draw 0. Cell internal power dissipation landed at 1.37 mW. Number of fillers in the final layout landed at around 5.1k. Number of warnings in the stage logs landed at 33. Average wire length per cell after detail routing landed at approximately 16 um.

The vertical die dimension reported for this design is ~240 um. Row generation in the floorplan step produced about 80 rows. After legalization and detailed placement, the total HPWL measured 25,000 um.

Setup repair after global routing left no endpoint under its margin. Global route total overflow landed at 0. Combined area of all synthesized cells landed at just over 6000 um^2.

In the finished design, the share of the clock period the worst path needs comes to 0.986. Total area of sequential cells landed at 0 um^2. The startpoint identified for the worst hold timing path is in6[26]. In this run the maximum-capacitance check reported violations numbering 0. Worst-case setup margin in the final layout landed at about 0.057 ns. Worst supply voltage drop on vdd landed at 0.132 mV.

The worst setup path is launched from an input pin. RePlAce ended its routability-driven mode at a weighted congestion of 0.945. Leakage power landed at about 5.4 nW. Total global routing track utilization landed at 0.0893.

According to the hold report, the worst path is of the in2out type. Yosys stat chip area landed at 6230 um^2. Hold analysis lists the worst path endpoint as sum[27]. Maximum clock rate landed at ~240 MHz.

The worst hold path passes through 6 cells. Final antenna-violating net count landed at 0. Sequential area share after synthesis landed at 0. Placed instance count landed at ~1.6k. TritonRoute reported its final design rule violation total as 0. Total area of multi-input combinational cells landed at a little over 4000 um^2. Counting the warning lines in the Yosys log gives 0.

Per the final layout report, the fraction of cells sized above drive strength 1 comes to 0.101. The flow measured a signed area growth from synthesis to layout of 65.8%. By instance count after routing, the leading logic cell types are sky130_fd_sc_hd__inv_1, sky130_fd_sc_hd__clkdlybuf4s50_1, sky130_fd_sc_hd__fa_1, sky130_fd_sc_hd__dlygate4sd2_1, sky130_fd_sc_hd__fa_2. The synth_stat.txt file lists the number of cells as around 700. STA classifies the critical path endpoint as a primary output. The total area inside the core boundary comes to ~47,000 um^2. The flow ran to the end, and the final reports show no timing, DRC or antenna violations. Count of clock buffers in the final design landed at 0. Fraction of synthesized cell area taken by the top area cell type landed at 0.630.
==> through the flow <==
stage	util	area [um^2]
3_5_place_dp	0.218	10200
4_1_cts	0.218	10200
2_1_floorplan	-	6230
3_3_place_gp	0.218	10200
5_1_grt	0.221	10300
6_report	0.221	10300
==> cells by family (layout without fill, tap and decap cells) <==
family,Yosys count,in the layout,share of synthesized area
buf+inv,501,795,0.364
fa+ha+maj,197,197,0.632
other cells,1,5,0.000602
xor+xnor,1,1,0.00362
==> cells in the mapped netlist, drive strengths merged <==
| cell type | number |
|---|---|
| xnor3 | 1 |
| inv | 399 |
| ha | 1 |
| buf | 102 |
| conb | 1 |
| fa | 196 |
==> critical path, cell delays in order <==
cell,delay (ns)
sky130_fd_sc_hd__clkdlybuf4s50_1,0.46
sky130_fd_sc_hd__inv_1,0.05
sky130_fd_sc_hd__fa_1,0.55
sky130_fd_sc_hd__fa_1,0.47
sky130_fd_sc_hd__fa_2,0.41
sky130_fd_sc_hd__inv_2,0.06
sky130_fd_sc_hd__clkdlybuf4s50_1,0.46
==> how the worst max path moves through the flow <==
stage	endpoint
after global routing	carry[33]
final	carry[24]
after CTS	carry[23]
==> area by class of cell <==
| type | instances | share of cell area |
|---|---|---|
| Antenna cell | 3 | 0.000727 |
| Inverter | 399 | 0.145 |
| Multi-Input combinational cell | 200 | 0.398 |
| Tap cell | 607 | 0.0736 |
| Timing Repair Buffer | 396 | 0.383 |
==> power by group through the flow <==
stage,Sequential (mW),Clock (mW),Combinational (mW)
5_1_grt,0,0.0000000955,2.72
6_report,0,0.0000000955,2.40
4_1_cts,0,0,2.51
==> repair_timing <==
item | in CTS | in global routing
buffers inserted | 1 | 0
gates resized | 140 | 72
endpoints found under the hold margin | 0 | 0
setup endpoints to repair | 87 | 46
pin swaps | 145 | 93
==> routing by layer <==
metal | global-route usage | share of wire | vias to the layer above
met4 | 0.0216 | 0.027 | 2
li1 | - | - | 2193
met2 | 0.154 | 0.47 | 366
met5 | 0 | 0.00051 | -
met1 | 0.0878 | 0.33 | 2225
met3 | 0.0572 | 0.18 | 18
Power figures rest on the tool's default switching activity, not on a simulated workload.
