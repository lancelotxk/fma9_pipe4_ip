==> ./design.v <==
  parameter WIDTH=32;  
  parameter EXP_WIDTH=8;
  parameter SIG_WIDTH=23;
  parameter BIAS=127;
  localparam SHAMT_WIDTH=6;
  parameter CLA_GRP_WIDTH=25;
  parameter N_CLA_GROUPS=2;
  localparam ADDER_WIDTH=N_CLA_GROUPS*CLA_GRP_WIDTH;
  parameter code_NaN=32'b0_11111111_1000_0000_0000_0000_0000_000;
  parameter code_PINF=32'b0_11111111_0000_0000_0000_0000_0000_000;
  parameter code_NINF=32'b1_11111111_0000_0000_0000_0000_0000_000;
module com_c (c,c_com);
  parameter WIDTH=32;  
  parameter EXP_WIDTH=8;
  parameter SIG_WIDTH=23;
  parameter BIAS=127;
  localparam SHAMT_WIDTH=6;
  parameter CLA_GRP_WIDTH=25;
  parameter N_CLA_GROUPS=2;
  localparam ADDER_WIDTH=N_CLA_GROUPS*CLA_GRP_WIDTH;
  parameter code_NaN=32'b0_11111111_1000_0000_0000_0000_0000_000;
  parameter code_PINF=32'b0_11111111_0000_0000_0000_0000_0000_000;
  parameter code_NINF=32'b1_11111111_0000_0000_0000_0000_0000_000;
input [2*(SIG_WIDTH+1)-1:0] c;
output [2*(SIG_WIDTH+1)-1:0] c_com;
wire [2*(SIG_WIDTH+1)-1:0] temp;
assign temp=~c+1;
assign c_com=temp[2*(SIG_WIDTH+1)-1:0];   
endmodule
module shifter (S1big_1,S2big_1,S3big_1,S4big_1,S5big_1,S6big_1,S7big_1,S8big_1,S9big_1,
		C1big_1,C2big_1,C3big_1,C4big_1,C5big_1,C6big_1,C7big_1,C8big_1,C9big_1,
		shamt_ab1,shamt_ab2,shamt_ab3,shamt_ab4,shamt_ab5,shamt_ab6,shamt_ab7,shamt_ab8,shamt_ab9,
		product_sign,
		s1,s2,s3,s4,s5,s6,s7,s8,s9,c1,c2,c3,c4,c5,c6,c7,c8,c9);
  parameter WIDTH=32;  
  parameter EXP_WIDTH=8;
  parameter SIG_WIDTH=23;
  parameter BIAS=127;
  localparam SHAMT_WIDTH=6;
  parameter CLA_GRP_WIDTH=25;
  parameter N_CLA_GROUPS=2;
  localparam ADDER_WIDTH=N_CLA_GROUPS*CLA_GRP_WIDTH;
  parameter code_NaN=32'b0_11111111_1000_0000_0000_0000_0000_000;
  parameter code_PINF=32'b0_11111111_0000_0000_0000_0000_0000_000;
  parameter code_NINF=32'b1_11111111_0000_0000_0000_0000_0000_000;
input [2*(SIG_WIDTH+1)-1:0] S1big_1,S2big_1,S3big_1,S4big_1,S5big_1,S6big_1,S7big_1,S8big_1,S9big_1;
input [2*(SIG_WIDTH+1)-1:0] C1big_1,C2big_1,C3big_1,C4big_1,C5big_1,C6big_1,C7big_1,C8big_1,C9big_1;
input [SHAMT_WIDTH-1:0] shamt_ab1,shamt_ab2,shamt_ab3,shamt_ab4,shamt_ab5,shamt_ab6,shamt_ab7,shamt_ab8,shamt_ab9;
input [8:0] product_sign;
output [2*(SIG_WIDTH+1):0] s1,s2,s3,s4,s5,s6,s7,s8,s9,c1,c2,c3,c4,c5,c6,c7,c8,c9;
wire [2*(SIG_WIDTH+1)-1:0] S1big,S2big,S3big,S4big,S5big,S6big,S7big,S8big,S9big;
wire [2*(SIG_WIDTH+1)-1:0] C1big,C2big,C3big,C4big,C5big,C6big,C7big,C8big,C9big;
wire [2*(SIG_WIDTH+1)-1:0] C1big_2,C2big_2,C3big_2,C4big_2,C5big_2,C6big_2,C7big_2,C8big_2,C9big_2;
assign C1big_2[2*(SIG_WIDTH+1)-1]=1'b0;
assign C2big_2[2*(SIG_WIDTH+1)-1]=1'b0;
assign C3big_2[2*(SIG_WIDTH+1)-1]=1'b0;
assign C4big_2[2*(SIG_WIDTH+1)-1]=1'b0;
assign C5big_2[2*(SIG_WIDTH+1)-1]=1'b0;
assign C6big_2[2*(SIG_WIDTH+1)-1]=1'b0;
assign C7big_2[2*(SIG_WIDTH+1)-1]=1'b0;
assign C8big_2[2*(SIG_WIDTH+1)-1]=1'b0;
assign C9big_2[2*(SIG_WIDTH+1)-1]=1'b0;
assign C1big_2[2*(SIG_WIDTH+1)-2:0]=C1big_1[2*(SIG_WIDTH+1)-2:0];
assign C2big_2[2*(SIG_WIDTH+1)-2:0]=C2big_1[2*(SIG_WIDTH+1)-2:0];
assign C3big_2[2*(SIG_WIDTH+1)-2:0]=C3big_1[2*(SIG_WIDTH+1)-2:0];
assign C4big_2[2*(SIG_WIDTH+1)-2:0]=C4big_1[2*(SIG_WIDTH+1)-2:0];
assign C5big_2[2*(SIG_WIDTH+1)-2:0]=C5big_1[2*(SIG_WIDTH+1)-2:0];
assign C6big_2[2*(SIG_WIDTH+1)-2:0]=C6big_1[2*(SIG_WIDTH+1)-2:0];
assign C7big_2[2*(SIG_WIDTH+1)-2:0]=C7big_1[2*(SIG_WIDTH+1)-2:0];
assign C8big_2[2*(SIG_WIDTH+1)-2:0]=C8big_1[2*(SIG_WIDTH+1)-2:0];
assign C9big_2[2*(SIG_WIDTH+1)-2:0]=C9big_1[2*(SIG_WIDTH+1)-2:0];
assign S1big = S1big_1>>shamt_ab1;
assign C1big = C1big_2>>shamt_ab1;
assign S2big = S2big_1>>shamt_ab2;
assign C2big = C2big_2>>shamt_ab2;
assign S3big = S3big_1>>shamt_ab3;
assign C3big = C3big_2>>shamt_ab3;
assign S4big = S4big_1>>shamt_ab4;
assign C4big = C4big_2>>shamt_ab4;
assign S5big = S5big_1>>shamt_ab5;
assign C5big = C5big_2>>shamt_ab5;
assign S6big = S6big_1>>shamt_ab6;
assign C6big = C6big_2>>shamt_ab6;
assign S7big = S7big_1>>shamt_ab7;
assign C7big = C7big_2>>shamt_ab7;
assign S8big = S8big_1>>shamt_ab8;
assign C8big = C8big_2>>shamt_ab8;
assign S9big = S9big_1>>shamt_ab9;
assign C9big = C9big_2>>shamt_ab9;
assign s1[2*(SIG_WIDTH+1)]= product_sign[0];
assign c1[2*(SIG_WIDTH+1)]= (|C1big[46:0])? product_sign[0]:1'b0;
assign s1[2*(SIG_WIDTH+1)-1:0]=product_sign[0]? ~S1big:S1big;
wire [2*(SIG_WIDTH+1)-1:0] c_com1;    
com_c u1 (C1big,c_com1);
assign c1[2*(SIG_WIDTH+1)-1:1]=product_sign[0]? c_com1[46:0]:C1big[2*(SIG_WIDTH+1)-2:0];
assign c1[0]=product_sign[0];
assign s2[2*(SIG_WIDTH+1)]= product_sign[1];
assign c2[2*(SIG_WIDTH+1)]= (|C2big[46:0])? product_sign[1]:1'b0;
assign s2[2*(SIG_WIDTH+1)-1:0]=product_sign[1]? ~S2big:S2big;
wire [2*(SIG_WIDTH+1)-1:0] c_com2;
com_c u2 (C2big,c_com2);
assign c2[2*(SIG_WIDTH+1)-1:1]=product_sign[1]? c_com2[46:0]:C2big[2*(SIG_WIDTH+1)-2:0];
assign c2[0]=product_sign[1];
assign s3[2*(SIG_WIDTH+1)]= product_sign[2];
assign c3[2*(SIG_WIDTH+1)]= (|C3big[46:0])? product_sign[2]:1'b0;
assign s3[2*(SIG_WIDTH+1)-1:0]=product_sign[2]? ~S3big:S3big;
wire [2*(SIG_WIDTH+1)-1:0] c_com3;
com_c u3 (C3big,c_com3);
assign c3[2*(SIG_WIDTH+1)-1:1]=product_sign[2]? c_com3[46:0]:C3big[2*(SIG_WIDTH+1)-2:0];
assign c3[0]=product_sign[2];
assign s4[2*(SIG_WIDTH+1)]= product_sign[3];
assign c4[2*(SIG_WIDTH+1)]= (|C4big[46:0])? product_sign[3]:1'b0;
assign s4[2*(SIG_WIDTH+1)-1:0]=product_sign[3]? ~S4big:S4big;
wire [2*(SIG_WIDTH+1)-1:0] c_com4;
com_c u4 (C4big,c_com4);
assign c4[2*(SIG_WIDTH+1)-1:1]=product_sign[3]? c_com4[46:0]:C4big[2*(SIG_WIDTH+1)-2:0];
assign c4[0]=product_sign[3];
assign s5[2*(SIG_WIDTH+1)]= product_sign[4];
assign c5[2*(SIG_WIDTH+1)]= (|C5big[46:0])? product_sign[4]:1'b0;
assign s5[2*(SIG_WIDTH+1)-1:0]=product_sign[4]? ~S5big:S5big;
wire [2*(SIG_WIDTH+1)-1:0] c_com5;
com_c u5 (C5big,c_com5);
assign c5[2*(SIG_WIDTH+1)-1:1]=product_sign[4]? c_com5[46:0]:C5big[2*(SIG_WIDTH+1)-2:0];
assign c5[0]=product_sign[4];
assign s6[2*(SIG_WIDTH+1)]= product_sign[5];
assign c6[2*(SIG_WIDTH+1)]= (|C6big[46:0])? product_sign[5]:1'b0;
assign s6[2*(SIG_WIDTH+1)-1:0]=product_sign[5]? ~S6big:S6big;
wire [2*(SIG_WIDTH+1)-1:0] c_com6;
com_c u6(C6big,c_com6);
assign c6[2*(SIG_WIDTH+1)-1:1]=product_sign[5]? c_com6[46:0]:C6big[2*(SIG_WIDTH+1)-2:0];
assign c6[0]=product_sign[5];
assign s7[2*(SIG_WIDTH+1)]= product_sign[6];
assign c7[2*(SIG_WIDTH+1)]= (|C7big[46:0])? product_sign[6]:1'b0;
assign s7[2*(SIG_WIDTH+1)-1:0]=product_sign[6]? ~S7big:S7big;
wire [2*(SIG_WIDTH+1)-1:0] c_com7;
com_c u7(C7big,c_com7);
assign c7[2*(SIG_WIDTH+1)-1:1]=product_sign[6]? c_com7[46:0]:C7big[2*(SIG_WIDTH+1)-2:0];
assign c7[0]=product_sign[6];
assign s8[2*(SIG_WIDTH+1)]= product_sign[7];
assign c8[2*(SIG_WIDTH+1)]= (|C8big[46:0])? product_sign[7]:1'b0;
assign s8[2*(SIG_WIDTH+1)-1:0]=product_sign[7]? ~S8big:S8big;
wire [2*(SIG_WIDTH+1)-1:0] c_com8;
com_c u8(C8big,c_com8);
assign c8[2*(SIG_WIDTH+1)-1:1]=product_sign[7]? c_com8[46:0]:C8big[2*(SIG_WIDTH+1)-2:0];
assign c8[0]=product_sign[7];
assign s9[2*(SIG_WIDTH+1)]= product_sign[8];
assign c9[2*(SIG_WIDTH+1)]= (|C9big[46:0])? product_sign[8]:1'b0;
assign s9[2*(SIG_WIDTH+1)-1:0]=product_sign[8]? ~S9big:S9big;
wire [2*(SIG_WIDTH+1)-1:0] c_com9;
com_c u9(C9big,c_com9);
assign c9[2*(SIG_WIDTH+1)-1:1]=product_sign[8]? c_com9[46:0]:C9big[2*(SIG_WIDTH+1)-2:0];
assign c9[0]=product_sign[8];
endmodule
==> ./run.sh <==
#!/bin/bash
# OpenROAD 26Q1-2900-gdf79404cd8, Yosys 0.63+post, stock flow scripts
make -C /OpenROAD-flow-scripts/flow DESIGN_CONFIG=/design/flow/config.mk WORK_HOME=/design/flow/orfs finish
==> ./config.mk <==
export PLATFORM = sky130hd
export DESIGN_NAME = shifter
export DESIGN_NICKNAME = shifter
export VERILOG_FILES = /design/flow/design.v
export SDC_FILE = /design/flow/constraint.sdc
export NUM_CORES = 4
export LEC_CHECK = 1
export CORE_AREA = 10 10 689 689
export DIE_AREA = 0 0 699 699
==> ./constraint.sdc <==
current_design shifter

set clk_period 19.9
set clk_io_pct 0.2

create_clock -name clk0 -period $clk_period

set non_clock_inputs [all_inputs -no_clocks]
set_input_delay [expr $clk_period * $clk_io_pct] -clock clk0 $non_clock_inputs
set_output_delay [expr $clk_period * $clk_io_pct] -clock clk0 [all_outputs]
==> flow_metrics.py <==
# Auto-generated metrics
metrics = {
    "detailed_routing": {
        "post_drt_wl_per_cell_um": 31.8,
        "route.final.wire_length_mm": 546,
        "route.vias.total": 87722,
        "detail_route.drc_violations": 0,
        "drt_pre_antenna_iters": 6,
        "drt-vias-per-instance": 5.11,
        "antenna_violating_nets_post_route": 0,
        "initialDrtViolationCount": 8507,
    },
    "final_layout": {
        "area_growth_syn_to_layout_pct": 34.5,
        "layout-drive-gt1-share": 0.123,
        "sequential_cell_total": 0,
        "num-clock-buffers": 0,
        "multiInputGateArea_mm2": 0.0646,
        "final_cell_area_mm2": 0.0928,
        "utilization": 0.202,
        "seqCellArea_um2": 0,
        "fillCellCount": 51800,
    },
    "critical_path": {
        "timing.critical_path.to": "c7[47]",
        "startpoint_type": "primary input",
        "critical-path-slowest-cell": "or4_1",
        "end_kind": "primary output",
        "critical_path_required_ns": 15.92,
        "worst_ep_arrival_time_ns": 10.51,
        "cp.depth": 15,
        "critical_path_class": "primary input to primary output",
        "crit_path_cell_trace": "buf_6 > buf_4 > buf_4 > mux2_2 > mux4_2 > nand2_1 > o21ai_0 > nor3_1 > ha_1 > inv_1 > or4_4 > or4_4 > or4_1 > o311ai_2 > clkdlybuf4s50_1",
        "peak_per_stage_delay_on_the_critical_path_ns": 0.69,
        "timing.critical_path.fanout_max": 56,
        "delay_heaviest_family_cp": "simple AND/OR/NAND/NOR gates",
        "critPathBufInv": 5,
        "crit_startpoint": "shamt_ab7[0]",
    },
    "floorplan": {
        "placement_rows": 249,
        "pin_count": 1809,
        "core-area_mm2": 0.460,
        "design.die.area_mm2": 0.489,
        "core_util_floorplan": 0.150,
        "chipWidth_um": 699,
        "die_h_um": 699,
    },
    "timing": {
        "slew_headroom": 0.253,
        "setup-tns-final_ns": 0,
        "rsz_0062_raised_after_global_routing": "no",
        "period_minus_slack_ns": 14.49,
        "report.final.slew_viol_count": 0,
        "hold_viol_final": 0,
        "timing_worst_slew_pin_value_ns": 1.12,
        "finalCritPeriodShare": 0.728,
        "setup_viol": 0,
        "maxClockFrequency_ghz": 0.0690,
    },
    "placed_design": {
        "dpl-instance-area_mm2": 0.0927,
        "buffer_ports.inserted": 1800,
        "routabilityCongestion": 1.05,
        "dp_hpwl_mm": 470,
    },
    "global_route": {
        "antenna_found_initial": 192,
        "grt_overflow": 0,
        "grt_usage": 0.216,
        "grt_pass1_vias": 83139,
        "grt_max_degree": 69,
        "grt_pass1_wl_mm": 735,
    },
    "job": {
        "maxCapViolations": 0,
        "warnings": 41,
    },
    "logic_synthesis": {
        "yosys_warnings": 0,
        "ys_cells": 9804,
        "post_synth_num_cell_types": 114,
        "synth-seq-area-share": 0,
        "synthesis.area_mm2": 0.0690,
        "avg_inst_size_synth_um2": 7.04,
        "post_synth_inst_count": 9804,
        "yosysChipArea_mm2": 0.0690,
    },
    "power": {
        "leakagePower_uw": 0.0327,
        "power_per_cell_area_mw_per_mm2": 36.3,
        "worst_ir_drop_vdd_uv": 37.0,
    },
    "clock_network": {
        "cts.repair_timing.setup_buffer_count": 0,
        "cts_hold_fix_bufs": 0,
        "post_cts_resized": 0,
    },
    "worst_hold_path": {
        "worst_hold_path_type": "primary input to primary output",
    },
    "outcome": {
        "run_status": "finished clean",
    },
}
-- final cells by class --
class              count  area share
diodes                67     0.00181
repair buffers      2087       0.215
well taps           6149      0.0829
inverters            122     0.00493
multi-input cells   8740       0.695
-- synth_stat cells (31+ instances only) --
cell type,n,area share
xnor2_1,593,0.075
and3_1,40,0.0036
xor2_1,177,0.022
o31ai_1,102,0.011
o221ai_1,31,0.0039
buf_4,42,0.0046
inv_1,98,0.0053
and2_1,117,0.011
buf_2,105,0.0076
nand3_1,198,0.014
o31a_1,39,0.0049
a22oi_1,85,0.0092
o21ai_0,537,0.039
nand2b_1,85,0.0077
nand4_1,34,0.0031
a21oi_1,478,0.035
buf_1,192,0.010
o21a_1,38,0.0041
a31oi_1,148,0.013
mux2_2,266,0.043
or3_1,57,0.0052
nor3_1,160,0.012
o22ai_1,234,0.021
or4_1,35,0.0038
clkbuf_1,575,0.031
nor2b_1,130,0.012
mux4_2,547,0.18
nor4_1,35,0.0032
a211oi_1,192,0.021
a211o_1,48,0.0061
or2_2,102,0.0092
mux2i_1,794,0.12
nor2_1,1144,0.062
o211ai_1,85,0.0092
mux2_1,69,0.011
a22o_1,83,0.011
nand2_1,1507,0.082
-- cells by family (layout without fill, tap and decap cells) --
logic type      count (synthesis)  in the layout  share of synthesized area
compound gates               2542           2542                      0.246
xor+xnor                      770            770                     0.0977
fa+ha+maj                       9              9                    0.00163
buf+inv                      1064           2209                     0.0650
mux                          1676           1676                      0.348
other cells                     0             67                          0
simple gates                 3743           3743                      0.241
-- power breakdown --
part / switching, uW / total [uW] / leakage, uW / internal, uW
Sequential: 0 / 0 / 0 / 0
Clock: 0 / 0.000336 / 0.000000425 / 0.000336
Combinational: 1970 / 3370 / 0.0327 / 1400
-- layout by cell type, fill, tap and decap left out, drive strengths merged, types with 36 or more instances in the layout --
master,Yosys,layout
a211o,48,48
nor2b,130,130
a21oi,478,478
buf,366,347
nor3,162,162
a31oi,148,148
o31a,39,39
nand4,36,36
inv,109,115
mux2,335,335
o31ai,103,103
or3,58,58
nor4,40,40
nor2,1144,1144
o21ai,557,557
and3,40,40
o211ai,85,85
a22oi,86,86
mux2i,794,794
clkdlybuf4s50,0,1739
or2,110,110
diode,0,67
xnor2,593,593
nand2b,85,85
nand2,1507,1507
and2,120,120
xor2,177,177
nand3,199,199
a211oi,195,195
a22o,83,83
o22ai,234,234
mux4,547,547
o21a,38,38
or4,39,39
-- routing by layer --
metal	part of all wire	track usage	up-vias
met5	0.0014	0	-
met4	0.056	0.0959	128
li1	-	-	38943
met1	0.40	0.273	43252
met2	0.44	0.327	4654
met3	0.11	0.0820	745
-- how the worst min path moves through the flow --
stage,from,to,slack (ns),cells past startpoint
6_report,product_sign[7],s8[48],8.78,2
4_1_cts,product_sign[7],s8[48],8.76,2
5_1_grt,product_sign[7],s8[48],8.77,2
-- per-stage QoR --
step / hold slack [ns] / total power, uW / std cells / setup WS, ns
4_1_cts: 8.76 / 3350 / 17098 / 5.48
3_5_place_dp: 8.75 / 3330 / 17098 / 5.49
6_report: 8.78 / 3370 / 17165 / 5.41
5_1_grt: 8.77 / 3560 / 17149 / 5.09
3_3_place_gp: 8.75 / 3350 / 17098 / 5.48
2_1_floorplan: 8.03 / 1560 / 9804 / 7.70
No activity file was given, so power comes from the tool's default toggle rates.
