[config.mk]
export PLATFORM = sky130hd
export DESIGN_NAME = adder_pp
export DESIGN_NICKNAME = adder_pp
export VERILOG_FILES = /design/flow/design.v
export SDC_FILE = /design/flow/constraint.sdc
export NUM_CORES = 4
export LEC_CHECK = 1
export CORE_AREA = 10 10 511 511
export DIE_AREA = 0 0 521 521
[run.sh]
#!/bin/bash
# OpenROAD 26Q1-2900-gdf79404cd8, Yosys 0.63+post, stock flow scripts
make -C /OpenROAD-flow-scripts/flow DESIGN_CONFIG=/design/flow/config.mk WORK_HOME=/design/flow/orfs finish
[design.v]
  parameter WIDTH=32;  
  parameter EXP_WIDTH=8;
  parameter SIG_WIDTH=23;
  parameter BIAS=127;
  localparam SHAMT_WIDTH=6;
  parameter CLA_GRP_WIDTH=25;
  parameter N_CLA_GROUPS=2;
  localparam ADDER_WIDTH=N_CLA_GROUPS*CLA_GRP_WIDTH;
  parameter code_NaN=32'b0_11111111_1000_0000_0000_0000_0000_000;
  parameter code_PINF=32'b0_11111111_0000_0000_0000_0000_0000_000;
  parameter code_NINF=32'b1_11111111_0000_0000_0000_0000_0000_000;
module SAD_6 #(parameter SIG_WIDTH = 23)(in1,in2,in3,in4,in5,in6,sum,carry);
input [2*(SIG_WIDTH+1):0] in1,in2,in3,in4,in5,in6;
output [2*(SIG_WIDTH+1)+2:0] sum,carry;   
wire [2*(SIG_WIDTH+1)+2:0]s1,c1,s2,c2,s3,c3,s4,c4;
wire [2*(SIG_WIDTH+1)+2:0]c1_sh,c2_sh,c3_sh;
wire [2*(SIG_WIDTH+1)+2:0] cout;
wire [2*(SIG_WIDTH+1)+2:0] in1_pad,in2_pad,in3_pad,in4_pad,in5_pad,in6_pad;
assign in1_pad={{in1[2*(SIG_WIDTH+1)]},{in1[2*(SIG_WIDTH+1)]},in1};
assign in2_pad={{in2[2*(SIG_WIDTH+1)]},{in2[2*(SIG_WIDTH+1)]},in2};
assign in3_pad={{in3[2*(SIG_WIDTH+1)]},{in3[2*(SIG_WIDTH+1)]},in3};
assign in4_pad={{in4[2*(SIG_WIDTH+1)]},{in4[2*(SIG_WIDTH+1)]},in4};
assign in5_pad={{in5[2*(SIG_WIDTH+1)]},{in5[2*(SIG_WIDTH+1)]},in5};
assign in6_pad={{in6[2*(SIG_WIDTH+1)]},{in6[2*(SIG_WIDTH+1)]},in6};
generate
	genvar  i;
	for (i=0;i<2*(SIG_WIDTH+1)+3;i=i+1) begin
		compress3_2 m1 ({in1_pad[i],in2_pad[i],in3_pad[i]},s1[i],c1[i]);
		compress3_2 m2 ({in4_pad[i],in5_pad[i],in6_pad[i]},s2[i],c2[i]);
		assign c1_sh=c1<<1;
		assign c2_sh=c2<<1;
		compress3_2 m3 ({s1[i],c1_sh[i],s2[i]},s3[i],c3[i]);
		assign c3_sh=c3<<1;
		compress3_2 m4 ({c2_sh[i],s3[i],c3_sh[i]},s4[i],c4[i]);
	end
endgenerate
assign sum = s4;
assign carry = {c4[2*(SIG_WIDTH+1)+1:0],1'b0};
endmodule
module adder_pp (s1,s2,s3,s4,s5,s6,s7,s8,s9,c1,c2,c3,c4,c5,c6,c7,c8,c9,result_9_man_sum,result_9_man_carry);
  parameter WIDTH=32;  
  parameter EXP_WIDTH=8;
  parameter SIG_WIDTH=23;
  parameter BIAS=127;
  localparam SHAMT_WIDTH=6;
  parameter CLA_GRP_WIDTH=25;
  parameter N_CLA_GROUPS=2;
  localparam ADDER_WIDTH=N_CLA_GROUPS*CLA_GRP_WIDTH;
  parameter code_NaN=32'b0_11111111_1000_0000_0000_0000_0000_000;
  parameter code_PINF=32'b0_11111111_0000_0000_0000_0000_0000_000;
  parameter code_NINF=32'b1_11111111_0000_0000_0000_0000_0000_000;
input [2*(SIG_WIDTH+1):0] s1,s2,s3,s4,s5,s6,s7,s8,s9,c1,c2,c3,c4,c5,c6,c7,c8,c9;   
output [2*(SIG_WIDTH+1)+4:0] result_9_man_sum ,result_9_man_carry;
wire [2*(SIG_WIDTH+1)+2:0] sum1,carry1,sum2,carry2,sum3,carry3;
wire [2*(SIG_WIDTH+1)+4:0] sum4,carry4;
SAD_6 SAD1 (s1,s2,s3,s4,s5,s6,sum1,carry1);
SAD_6 SAD2 (s7,s8,s9,c1,c2,c3,sum2,carry2);
SAD_6 SAD3 (c4,c5,c6,c7,c8,c9,sum3,carry3);
wire [50:0] temp_1=sum1+carry1;
wire [50:0] temp_2=sum2+carry2;
wire [50:0] temp_3=sum1+carry3;
SAD_6 #(.SIG_WIDTH(24))SAD4 (sum1,carry1,sum2,carry2,sum3,carry3,sum4,carry4);
assign result_9_man_sum= sum4;
assign result_9_man_carry = carry4;
endmodule
module compress3_2 (in,s,c);
input [2:0]in;
output s,c;
assign s = in[0]^in[1]^in[2];
assign c = (in[0]&in[1])|in[2]&(in[0]|in[1]);
endmodule
[constraint.sdc]
current_design adder_pp

set clk_period 8.6
set clk_io_pct 0.2

create_clock -name clk0 -period $clk_period

set non_clock_inputs [all_inputs -no_clocks]
set_input_delay [expr $clk_period * $clk_io_pct] -clock clk0 $non_clock_inputs
set_output_delay [expr $clk_period * $clk_io_pct] -clock clk0 [all_outputs]
==> results.tsv <==
metric	value	unit
dpl.hpwl	127	mm
grt_max_degree	3	
n_sequential_cell	0	
drtAntennaViolNets	0	
finalNonFillerCells	6193	
seq_area	0	um2
dr_wl_met3	13.9	mm
met2WireLength	73.5	mm
area_delta_synth_final	66.7	%
path_max_fanout	1	
chip_area	0.271	mm2
switchingPower	6670	uW
common_cells	1036 x inv_1, 760 x fa_1, 106 x buf_4, 14 x xnor2_1, 8 x ha_1	
cts_setup_buffers	0	
wl	127	mm
swShare	0.480	
yosysWarnings	8	
ys_types	8	
syn_area	0.0202	mm2
internal_power	7220	uW
ys_cells	1934	
gr-total-overflow	0	
startpoint_type	input pin	
vias	15098	
period_minus_slack	8.38	ns
vias_per_cell	2.44	
yosys-stat-area	0.0202	mm2
wl_met1	31.6	mm
max-cap-violations	0	
wl_per_cell	20.6	um
cp.arrival	6.66	ns
max_freq	0.119	GHz
hp-class	in -> out	
portBuffers	982	
slew_violations	0	
required	6.88	ns
ios	988	
dr.max_layer_used	met5	
path_class	in -> out	
pwr-share-seq	0	
timing.setup.tns	0	ns
rsz0062_at_grt	false	
drt_pass1_iterations	4	
ctsHoldBuffers	0	
netlist_instances	1934	
n_clock_buffer	0	
p_leak	0.0152	uW
die-width	521	um
synth_seq_share	0	
hold_viol_final	0	
antenna_found_initial	73	
dp.cells	6168	
drt_iter0_markers	244	
p_per_area	412	mW/mm2
status	finished clean	
core-area	0.249	mm2
warnings	32	
grt_pass1_wl	168	mm
worst_pin_slew	0.622	ns
synth_top_cell_by_count	inv_1	
slew_headroom	0.585	
first_global_vias	19094	
die_h	521	um
topCellsByArea	fa_1 75%, inv_1 19%, buf_4 3.9%	
place_congestion	1.05	
cts_resized	0	
crit_path_end_kind	output port	
peakVddDrop	0.000387	V
route.detailed.drc	0	
p_comb_frac	1.000	
clkPwrFrac	0	
fin_crit_sh	0.974	
drive_gt1_frac	0.00846	
finalSetupViolations	0	
yosysTopAreaCell	fa_1	
fp-utilization	0.0813	
grt_use_total	0.0949	
num_rows	183	
yosysTopAreaCellShare	0.751	
syn_area_per_cell	10.5	um2
==> cells in the final DEF, fill, tap and decap left out <==
| cell | n |
|---|---|
| diode_2 | 25 |
| xnor2_1 | 14 |
| xor2_1 | 6 |
| buf_4 | 20 |
| conb_1 | 6 |
| ha_1 | 8 |
| xnor3_1 | 3 |
| clkdlybuf4s50_1 | 981 |
| inv_1 | 1036 |
| buf_12 | 4 |
| fa_1 | 760 |
==> routing by layer <==
metal / up-vias / track usage
met5: - / 0
met4: 78 / 0.0417
met3: 184 / 0.0432
met2: 898 / 0.193
met1: 7423 / 0.0731
li1: 6515 / -
==> power groups by stage <==
stage / clock network, uW / logic [uW] / registers, uW
4_1_cts: 0 / 14500 / 0
6_report: 0.000394 / 13900 / 0
5_1_grt: 0.0000628 / 15700 / 0
==> kinds of logic (layout without fill, tap and decap cells) <==
| group | count (synthesis) | after routing | share of synthesized area |
|---|---|---|---|
| XOR/XNOR | 23 | 23 | 0.0120 |
| other | 1 | 31 | 0.000185 |
| buffers and inverters | 1142 | 2041 | 0.231 |
| adder cells (fa/ha/maj) | 768 | 768 | 0.756 |
==> final timing paths <==
| check | from | endpoint | cells past startpoint |
|---|---|---|---|
| max | s9[7] | result_9_man_sum[8] | 16 |
| min | c6[0] | result_9_man_sum[0] | 5 |
==> worst max-delay path: stages <==
cell,delay [ns]
clkdlybuf4s50_1,0.46
buf_4,0.18
inv_1,0.07
fa_1,0.46
fa_1,0.54
inv_1,0.06
fa_1,0.50
inv_1,0.05
fa_1,0.57
inv_1,0.09
fa_1,0.69
inv_1,0.13
buf_12,0.14
fa_1,0.45
inv_1,0.07
clkdlybuf4s50_1,0.46
==> layout make-up <==
cell class | count | area (um2)
Inverter | 1036 | 3890
Fill cell | 28278 | 215000
Antenna cell | 25 | 62.6
Multi-Input combinational cell | 797 | 15600
Timing Repair Buffer | 1005 | 10000
Tap cell | 3330 | 4170
==> metrics by stage <==
step	power, uW	utilization	worst slack [ns]	area [um2]	hold slack, ns
2_1_floorplan	7710	-	1.78	20300	3.87
3_3_place_gp	14500	0.135	0.135	33700	4.93
3_5_place_dp	14400	0.135	0.148	33700	4.88
4_1_cts	14500	0.135	0.127	33700	4.90
5_1_grt	15700	0.135	0.109	33700	4.97
6_report	13900	0.135	0.224	33700	4.92
Power figures rest on the tool's default switching activity, not on a simulated workload.
